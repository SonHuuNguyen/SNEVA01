<file path="/design/flow/design.v">
module reg_bank (
                input wire        clk,     
                input wire        rstn,    
                input wire        reg_wen, 
                input wire [4:0]  addr_a,  
                input wire [4:0]  addr_b,  
		input wire [31:0] data_i,  
	        output wire [31:0] data_o_a,  
	        output wire [31:0] data_o_b   
                );
  reg [31:0] r0;  
  reg [31:0] r1;
  reg [31:0] r2;
  reg [31:0] r3;
  reg [31:0] r4;
  reg [31:0] r5;
  reg [31:0] r6;
  reg [31:0] r7;
  reg [31:0] r8;
  reg [31:0] r9;
  reg [31:0] r10;
  reg [31:0] r11;
  reg [31:0] r12;
  reg [31:0] r13;
  reg [31:0] r14;
  reg [31:0] r15;
  reg [31:0] r16;
  reg [31:0] r17;
  reg [31:0] r18;
  reg [31:0] r19;
  reg [31:0] r20;
  reg [31:0] r21;
  reg [31:0] r22;
  reg [31:0] r23;
  reg [31:0] r24;
  reg [31:0] r25;
  reg [31:0] r26;
  reg [31:0] r27;
  reg [31:0] r28;
  reg [31:0] r29;
  reg [31:0] r30;
  reg [31:0] r31;
  assign data_o_a = (addr_a == 5'd0)? r0:
                    (addr_a == 5'd1)? r1:
                    (addr_a == 5'd2)? r2:
                    (addr_a == 5'd3)? r3:
                    (addr_a == 5'd4)? r4:
                    (addr_a == 5'd5)? r5:
                    (addr_a == 5'd6)? r6:
                    (addr_a == 5'd7)? r7:
                    (addr_a == 5'd8)? r8:
                    (addr_a == 5'd9)? r9:
                    (addr_a == 5'd10)? r10:
                    (addr_a == 5'd11)? r11:
                    (addr_a == 5'd12)? r12:
                    (addr_a == 5'd13)? r13:
                    (addr_a == 5'd14)? r14:
                    (addr_a == 5'd15)? r15:
                    (addr_a == 5'd16)? r16:
                    (addr_a == 5'd17)? r17:
                    (addr_a == 5'd18)? r18:
                    (addr_a == 5'd19)? r19:
                    (addr_a == 5'd20)? r20:
                    (addr_a == 5'd21)? r21:
                    (addr_a == 5'd22)? r22:
                    (addr_a == 5'd23)? r23:
                    (addr_a == 5'd24)? r24:
                    (addr_a == 5'd25)? r25:
                    (addr_a == 5'd26)? r26:
                    (addr_a == 5'd27)? r27:
                    (addr_a == 5'd28)? r28:
                    (addr_a == 5'd29)? r29:
                    (addr_a == 5'd30)? r30: r31;
  assign data_o_b = (addr_b == 5'd0)? r0:
                    (addr_b == 5'd1)? r1:
                    (addr_b == 5'd2)? r2:
                    (addr_b == 5'd3)? r3:
                    (addr_b == 5'd4)? r4:
                    (addr_b == 5'd5)? r5:
                    (addr_b == 5'd6)? r6:
                    (addr_b == 5'd7)? r7:
                    (addr_b == 5'd8)? r8:
                    (addr_b == 5'd9)? r9:
                    (addr_b == 5'd10)? r10:
                    (addr_b == 5'd11)? r11:
                    (addr_b == 5'd12)? r12:
                    (addr_b == 5'd13)? r13:
                    (addr_b == 5'd14)? r14:
                    (addr_b == 5'd15)? r15:
                    (addr_b == 5'd16)? r16:
                    (addr_b == 5'd17)? r17:
                    (addr_b == 5'd18)? r18:
                    (addr_b == 5'd19)? r19:
                    (addr_b == 5'd20)? r20:
                    (addr_b == 5'd21)? r21:
                    (addr_b == 5'd22)? r22:
                    (addr_b == 5'd23)? r23:
                    (addr_b == 5'd24)? r24:
                    (addr_b == 5'd25)? r25:
                    (addr_b == 5'd26)? r26:
                    (addr_b == 5'd27)? r27:
                    (addr_b == 5'd28)? r28:
                    (addr_b == 5'd29)? r29:
                    (addr_b == 5'd30)? r30: r31;
  always@(posedge clk or negedge rstn) begin
     if(!rstn) begin
       r0 <= 32'h0000_0000;
     end
     else begin
       r0 <= r0;
     end
  end
  always@(posedge clk or negedge rstn) begin
     if(!rstn) begin
       r1 <= 32'h0000_0000;
     end
     else begin
       if (!reg_wen && addr_a == 5'd01) begin  
         r1 <= data_i;
       end
       else begin
         r1 <= r1;
       end
     end
  end
  always@(posedge clk or negedge rstn) begin
     if(!rstn) begin
       r2 <= 32'h0000_0000;
     end
     else begin
       if (!reg_wen && addr_a == 5'd02) begin  
         r2 <= data_i;
       end
       else begin
         r2 <= r2;
       end
     end
  end
  always@(posedge clk or negedge rstn) begin
     if(!rstn) begin
       r3 <= 32'h0000_0000;
     end
     else begin
       if (!reg_wen && addr_a == 5'd03) begin  
         r3 <= data_i;
       end
       else begin
         r3 <= r3;
       end
     end
  end
  always@(posedge clk or negedge rstn) begin
     if(!rstn) begin
       r4 <= 32'h0000_0000;
     end
     else begin
       if (!reg_wen && addr_a == 5'd04) begin  
         r4 <= data_i;
       end
       else begin
         r4 <= r4;
       end
     end
  end
  always@(posedge clk or negedge rstn) begin
     if(!rstn) begin
       r5 <= 32'h0000_0000;
     end
     else begin
       if (!reg_wen && addr_a == 5'd05) begin  
         r5 <= data_i;
       end
       else begin
         r5 <= r5;
       end
     end
  end
  always@(posedge clk or negedge rstn) begin
     if(!rstn) begin
       r6 <= 32'h0000_0000;
     end
     else begin
       if (!reg_wen && addr_a == 5'd06) begin  
         r6 <= data_i;
       end
       else begin
         r6 <= r6;
       end
     end
  end
  always@(posedge clk or negedge rstn) begin
     if(!rstn) begin
       r7 <= 32'h0000_0000;
     end
     else begin
       if (!reg_wen && addr_a == 5'd07) begin  
         r7 <= data_i;
       end
       else begin
         r7 <= r7;
       end
     end
  end
  always@(posedge clk or negedge rstn) begin
     if(!rstn) begin
       r8 <= 32'h0000_0000;
     end
     else begin
       if (!reg_wen && addr_a == 5'd08) begin  
         r8 <= data_i;
       end
       else begin
         r8 <= r8;
       end
     end
  end
  always@(posedge clk or negedge rstn) begin
     if(!rstn) begin
       r9 <= 32'h0000_0000;
     end
     else begin
       if (!reg_wen && addr_a == 5'd09) begin  
         r9 <= data_i;
       end
       else begin
         r9 <= r9;
       end
     end
  end
  always@(posedge clk or negedge rstn) begin
     if(!rstn) begin
       r10 <= 32'h0000_0000;
     end
     else begin
       if (!reg_wen && addr_a == 5'd10) begin  
         r10 <= data_i;
       end
       else begin
         r10 <= r10;
       end
     end
  end
  always@(posedge clk or negedge rstn) begin
     if(!rstn) begin
       r11 <= 32'h0000_0000;
     end
     else begin
       if (!reg_wen && addr_a == 5'd11) begin  
         r11 <= data_i;
       end
       else begin
         r11 <= r11;
       end
     end
  end
  always@(posedge clk or negedge rstn) begin
     if(!rstn) begin
       r12 <= 32'h0000_0000;
     end
     else begin
       if (!reg_wen && addr_a == 5'd12) begin  
         r12 <= data_i;
       end
       else begin
         r12 <= r12;
       end
     end
  end
  always@(posedge clk or negedge rstn) begin
     if(!rstn) begin
       r13 <= 32'h0000_0000;
     end
     else begin
       if (!reg_wen && addr_a == 5'd03) begin  
         r13 <= data_i;
       end
       else begin
         r13 <= r13;
       end
     end
  end
  always@(posedge clk or negedge rstn) begin
     if(!rstn) begin
       r14 <= 32'h0000_0000;
     end
     else begin
       if (!reg_wen && addr_a == 5'd14) begin  
         r14 <= data_i;
       end
       else begin
         r14 <= r14;
       end
     end
  end
  always@(posedge clk or negedge rstn) begin
     if(!rstn) begin
       r15 <= 32'h0000_0000;
     end
     else begin
       if (!reg_wen && addr_a == 5'd15) begin  
         r15 <= data_i;
       end
       else begin
         r15 <= r15;
       end
     end
  end
  always@(posedge clk or negedge rstn) begin
     if(!rstn) begin
       r16 <= 32'h0000_0000;
     end
     else begin
       if (!reg_wen && addr_a == 5'd16) begin  
         r16 <= data_i;
       end
       else begin
         r16 <= r16;
       end
     end
  end
  always@(posedge clk or negedge rstn) begin
     if(!rstn) begin
       r17 <= 32'h0000_0000;
     end
     else begin
       if (!reg_wen && addr_a == 5'd17) begin  
         r17 <= data_i;
       end
       else begin
         r17 <= r17;
       end
     end
  end
  always@(posedge clk or negedge rstn) begin
     if(!rstn) begin
       r18 <= 32'h0000_0000;
     end
     else begin
       if (!reg_wen && addr_a == 5'd18) begin  
         r18 <= data_i;
       end
       else begin
         r18 <= r18;
       end
     end
  end
  always@(posedge clk or negedge rstn) begin
     if(!rstn) begin
       r19 <= 32'h0000_0000;
     end
     else begin
       if (!reg_wen && addr_a == 5'd19) begin  
         r19 <= data_i;
       end
       else begin
         r19 <= r19;
       end
     end
  end
  always@(posedge clk or negedge rstn) begin
     if(!rstn) begin
       r20 <= 32'h0000_0000;
     end
     else begin
       if (!reg_wen && addr_a == 5'd20) begin  
         r20 <= data_i;
       end
       else begin
         r20 <= r20;
       end
     end
  end
  always@(posedge clk or negedge rstn) begin
     if(!rstn) begin
       r21 <= 32'h0000_0000;
     end
     else begin
       if (!reg_wen && addr_a == 5'd21) begin  
         r21 <= data_i;
       end
       else begin
         r21 <= r21;
       end
     end
  end
  always@(posedge clk or negedge rstn) begin
     if(!rstn) begin
       r22 <= 32'h0000_0000;
     end
     else begin
       if (!reg_wen && addr_a == 5'd22) begin  
         r22 <= data_i;
       end
       else begin
         r22 <= r22;
       end
     end
  end
  always@(posedge clk or negedge rstn) begin
     if(!rstn) begin
       r23 <= 32'h0000_0000;
     end
     else begin
       if (!reg_wen && addr_a == 5'd23) begin  
         r23 <= data_i;
       end
       else begin
         r23 <= r23;
       end
     end
  end
  always@(posedge clk or negedge rstn) begin
     if(!rstn) begin
       r24 <= 32'h0000_0000;
     end
     else begin
       if (!reg_wen && addr_a == 5'd24) begin  
         r24 <= data_i;
       end
       else begin
         r24 <= r24;
       end
     end
  end
  always@(posedge clk or negedge rstn) begin
     if(!rstn) begin
       r25 <= 32'h0000_0000;
     end
     else begin
       if (!reg_wen && addr_a == 5'd25) begin  
         r25 <= data_i;
       end
       else begin
         r25 <= r25;
       end
     end
  end
  always@(posedge clk or negedge rstn) begin
     if(!rstn) begin
       r26 <= 32'h0000_0000;
     end
     else begin
       if (!reg_wen && addr_a == 5'd25) begin  
         r26 <= data_i;
       end
       else begin
         r26 <= r26;
       end
     end
  end
  always@(posedge clk or negedge rstn) begin
     if(!rstn) begin
       r27 <= 32'h0000_0000;
     end
     else begin
       if (!reg_wen && addr_a == 5'd27) begin  
         r27 <= data_i;
       end
       else begin
         r27 <= r27;
       end
     end
  end
  always@(posedge clk or negedge rstn) begin
     if(!rstn) begin
       r28 <= 32'h0000_0000;
     end
     else begin
       if (!reg_wen && addr_a == 5'd24) begin  
         r28 <= data_i;
       end
       else begin
         r28 <= r28;
       end
     end
  end
  always@(posedge clk or negedge rstn) begin
     if(!rstn) begin
       r29 <= 32'h0000_0000;
     end
     else begin
       if (!reg_wen && addr_a == 5'd29) begin  
         r29 <= data_i;
       end
       else begin
         r29 <= r29;
       end
     end
  end
  always@(posedge clk or negedge rstn) begin
     if(!rstn) begin
       r30 <= 32'h0000_0000;
     end
     else begin
       if (!reg_wen && addr_a == 5'd30) begin  
         r30 <= data_i;
       end
       else begin
         r30 <= r30;
       end
     end
  end
  always@(posedge clk or negedge rstn) begin
     if(!rstn) begin
       r31 <= 32'h0000_0000;
     end
     else begin
       if (!reg_wen && addr_a == 5'd31) begin  
         r31 <= data_i;
       end
       else begin
         r31 <= r31;
       end
     end
  end
endmodule
</file>
<file path="/design/flow/run.sh">
#!/bin/bash
# OpenROAD 26Q1-2900-gdf79404cd8, Yosys 0.63+post, stock flow scripts
make -C /OpenROAD-flow-scripts/flow DESIGN_CONFIG=/design/flow/config.mk WORK_HOME=/design/flow/orfs finish
</file>
<file path="/design/flow/config.mk">
export PLATFORM = sky130hd
export DESIGN_NAME = reg_bank
export DESIGN_NICKNAME = reg_bank
export VERILOG_FILES = /design/flow/design.v
export SDC_FILE = /design/flow/constraint.sdc
export NUM_CORES = 4
export LEC_CHECK = 1
export CORE_UTILIZATION = 50
</file>
<file path="/design/flow/constraint.sdc">
current_design reg_bank

set clk_period 21.1
set clk_io_pct 0.2

create_clock -name clk0 -period $clk_period [get_ports {clk}]

set non_clock_inputs [all_inputs -no_clocks]
set_input_delay [expr $clk_period * $clk_io_pct] -clock clk0 $non_clock_inputs
set_output_delay [expr $clk_period * $clk_io_pct] -clock clk0 [all_outputs]
</file>
==> summary.txt <==
Latest figures from synthesis and place and route.

The flow ran to the end, but the final reports show violations. The checks that failed: capacitance limit, slew limit. Per the synth stats, the flop cell with the highest instance count is sky130_fd_sc_hd__dfrtp_1. The cell area power density is ~93 nW/um^2. The count of cells resized by post-cts repair is 0. The minimum clock period after layout is between 10 and 15 ns. The total negative slack is 0 ns. For this block, the initial DRC count from the detailed router was about 6200. The number of slew-limit violations in the final report is 2.

Clock tree synthesis selected as its root buffer the cell sky130_fd_sc_hd__clkbuf_16. The global-route total usage across every layer is a little over half. The floorplan die width is 321.7 um.

The placement-stage worst setup slack is 7.285 ns. 109 I/O pins were placed. The CTS sink count is 896.

The final number of hold-violating endpoints is 0. In this run, synthesis inferred 0 flip-flops with an integrated enable. The initialized floorplan defines 116 standard-cell rows. The total half-perimeter wirelength after legalization and detailed placement is roughly 180000 um. TritonCTS created 100 clock buffers.

The most popular library cell in the synthesized design by count is sky130_fd_sc_hd__dfrtp_1. The wire length of the first global-routing pass is about 370000 um. Setup repair after global routing left no endpoint under its margin. The relative slew slack is -3.860%. The deepest level of the CTS H-tree is 3. For this run, the detailed router reports a per-instance via density of 7.537.

The worst hold path belongs to the class reg -> reg. The synthesized flop and latch total is 896. The final weighted congestion of routability-driven global placement is 1.127. The maximum number of pins on one net before global-route repair is 104.

The flow reports that combinational logic draws between 15 and 20% of the design power. The number of setup buffers added after CTS is 0. The arrival time reported for the critical path endpoint is 10.17 ns. Looking at the max-slew report, the worst-margin pin has a slew of 1.519 ns. The routed layout reports a DRC error count of 0. The clock-pin slew on the worst setup and hold paths is around 0.06 ns. The source-to-sink clock delay at the later pin of the worst-skew pair is 0.72 ns. The share of the cycle needed by the critical path after routing is 68.22%. In this run the layout overhead on the synthesized area is reported as 12.26%. The cell type that accounts for the most area after synthesis is sky130_fd_sc_hd__dfrtp_1. The setup path with the least slack is of type in -> out.

The yosys warning tally is 1. The largest clock skew in the final design is 0 ns. The number of buffer cells added on primary ports is 108. Of the total power, the share spent switching nets is approximately a third.

The async set-reset flop share out of synthesis is 100.0%. The unique cell type count in the Yosys netlist is 104. Across all stage logs, warnings added up to 29.

The synthesized instance count is 5054. The yosys cell count is 5054. The number of buffers inserted for hold repair after clock tree synthesis is 0.

Across the run, the number of max-cap violations was 1. The number of antenna violations at the first check in global routing is 18. The number of global-route vias before repair is between 40000 and 50000. STA classifies the critical path startpoint as an input port.

The standby leakage power is 24.16 nW. The cell area after synthesis is between 50000 and 60000 um^2. The flow reports an fmax of between 0.06 and 0.07 GHz. The first TritonRoute pass finished after 9 iterations. After detailed routing, the average wire length per cell comes to 41.42 um. The via count is 48850. After layout, the worst setup slack is 6.706 ns. The wire length after detailed routing is roughly 270000 um.

Per the layout report, the design carries 8705 filler cells. Global routing finished with a remaining overflow of 0. The area fraction of the dominant cell type after synthesis is 43.87%. The fraction of power consumed by sequential logic is 44.9%.

The TritonCTS clock tree is built. On the final layout, the worst hold slack is 0.5209 ns. The starting utilization of the core area is 50.74%.

Per report_power, the clock group accounts for 35.1% of the total. The number of setup violations in the final report is 0. The internal power contribution is ~3.6 mW. Cells with a size suffix above 1 make up 27.99% of the layout. Per the OpenROAD floorplan log, the area of the core is 100700 um^2. The required time of the worst setup path is 16.88 ns. Ranked by total cell area, the synthesized netlist is headed by sky130_fd_sc_hd__dfrtp_1 44%, sky130_fd_sc_hd__mux2_2 19%, sky130_fd_sc_hd__o21ai_0 3.4%, sky130_fd_sc_hd__a21oi_1 3.4%, sky130_fd_sc_hd__o22ai_1 2.6%. The vertical die dimension reported for this design is 321.7 um. VDD sags by at most 0.1007 mV. Post-synthesis, Yosys gives the total cell area as 51110 um^2.

The antenna violation net count after detailed routing is 0. The area of the die is between 100000 and 150000 um^2. Along the worst path, the maximum fanout reaches 36. The proportion of synthesized chip area in sequential cells is 43.87%.

The synthesized area divided by synthesized cell count is between 10 and 15 um^2. Sorting the synthesized cells by how often they occur yields 896 x sky130_fd_sc_hd__dfrtp_1, 879 x sky130_fd_sc_hd__mux2_2, 347 x sky130_fd_sc_hd__o21ai_0. The net switching power in the latest report is roughly 1.7 mW. The buffer depth of the longest clock path is 3. The category of the worst setup path capture point is an output pin.
-- per-stage QoR --
stage / total power, mW / area [um^2] / cells / util (%)
final: 5.340 / 57380 / 6481 / 56.96
after global routing: 5.475 / 57350 / 6471 / 56.94
after detailed placement: 3.417 / 53890 / 6285 / 53.50
after global placement: 3.407 / 53890 / 6285 / 53.50
after floorplan: 2.871 / 51110 / 5054 / -
after CTS: 5.277 / 57350 / 6469 / 56.94
-- power groups by stage --
stage / clock, mW / combinational (mW) / sequential (mW)
global route: 1.94 / 1.10 / 2.43
CTS: 1.88 / 1.01 / 2.38
finish: 1.88 / 1.06 / 2.40
-- worst paths after layout --
path | end | cells past startpoint | start | slack (ns)
setup / recovery | data_o_a[18] | 12 | addr_a[4] | 6.71
hold / removal | r12[26] | 1 | r12[26] | 0.52
setup reg to reg | r3[13] | 1 | r3[13] | 19.95
hold reg to reg | r12[26] | 1 | r12[26] | 0.52
max in group asynchronous | r5[19] | 7 | rstn | 13.34
min in group asynchronous | r24[23] | 1 | rstn | 3.50
-- routing by layer --
layer | track usage, % | vias up | routed length, um
met5 | 1.371 | - | 238
met1 | 67.34 | 24300 | 91090
met4 | 39.61 | 20 | 27310
met3 | 28.76 | 1332 | 41110
li1 | - | 19120 | -
met2 | 72.64 | 4075 | 108700
-- final cells by class --
class / instances / area (um^2) / area share (%)
Clock inverter: 42 / 605.6 / 1.055
Multi-Input combinational cell: 3633 / 26620 / 46.39
Inverter: 25 / 93.84 / 0.1635
Clock buffer: 142 / 2850 / 4.967
Timing Repair Buffer: 374 / 3062 / 5.336
Antenna cell: 12 / 30.03 / 0.05233
Sequential cell: 896 / 22420 / 39.08
Tap cell: 1357 / 1698 / 2.959
-- worst max-delay path, cell delays in order --
cell and delay, ns:
sky130_fd_sc_hd__buf_4 0.41, sky130_fd_sc_hd__buf_4 0.65, sky130_fd_sc_hd__buf_4 0.52, sky130_fd_sc_hd__nand3b_1 0.17
sky130_fd_sc_hd__buf_4 0.45, sky130_fd_sc_hd__nor2_1 0.33, sky130_fd_sc_hd__a22oi_1 0.38, sky130_fd_sc_hd__o211ai_1 0.28
sky130_fd_sc_hd__a2111oi_0 1.25, sky130_fd_sc_hd__nor2_1 0.47, sky130_fd_sc_hd__o41a_1 0.56, sky130_fd_sc_hd__clkdlybuf4s50_1 0.41
-- cell usage in the layout (no fill, tap or decap), drive strengths merged, types with 12 or more instances in the layout --
master,instances
a2bb2oi,12
buf,278
nand2b,44
mux2,891
a21oi,346
dfrtp,896
a31oi,48
clkbuf,142
o21ai,361
and3,39
o41ai,13
a211oi,51
o31a,16
a221o,39
or3,35
o22a,14
a22oi,103
diode,12
nor3,115
nor2,331
nand3,82
clkinv,21
a222oi,30
o211ai,64
o21a,16
nor2b,27
inv,29
bufinv,12
or2,12
o221ai,75
o22ai,215
a221oi,75
clkdlybuf4s50,96
nor4,16
mux2i,24
a21o,22
a22o,21
o31ai,14
nand3b,19
nand2,308
-- cell families after synthesis --
logic type                 count (synthesis)  share of synthesized area, %
AOI/OAI and AO/OA                       1627                         21.06
and+or+nand+nor                         1086                         10.26
muxes                                    915                         20.10
DFF                                      896                         43.87
buffers and inverters                    525                         4.607
xor gates and xnor gates                   3                       0.06611
adders and majority gates                  2                       0.03917
Power and IR drop assume default switching activity.
